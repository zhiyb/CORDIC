## config.mk

```make
export PLATFORM = sky130hd
export DESIGN_NAME = rotational_cordic
export DESIGN_NICKNAME = rotational_cordic
export VERILOG_FILES = /design/flow/design.v
export SDC_FILE = /design/flow/constraint.sdc
export NUM_CORES = 4
export LEC_CHECK = 1
export CORE_UTILIZATION = 50
export SYNTH_HDL_FRONTEND = slang
```

## constraint.sdc

```tcl
current_design rotational_cordic

set clk_period 19.4
set clk_io_pct 0.2

create_clock -name clk0 -period $clk_period [get_ports {clk}]

set non_clock_inputs [all_inputs -no_clocks]
set_input_delay [expr $clk_period * $clk_io_pct] -clock clk0 $non_clock_inputs
set_output_delay [expr $clk_period * $clk_io_pct] -clock clk0 [all_outputs]
```

## design.v

```verilog
module rotational_cordic (
  output logic data_out_rot,
  output logic [15:0] xprime,
  output logic [15:0] yprime,
  input logic [15:0] x,
  input logic [15:0] y,
  input logic [15:0] theta,
  input logic clk, reset, start
);
parameter logic [15:0] rot_lut[16] = '{
	16'd12868,	 
	16'd7596,	 
	16'd4014,	 
	16'd2037,	 
	16'd1023,	 
	16'd512,	 
	16'd256,	 
	16'd128,	 
	16'd64,		 
	16'd32,		 
	16'd16,		 
	16'd8,		 
	16'd4,		 
	16'd2,		 
	16'd1,		 
	16'd0		 
};
parameter k = 0.607252935;
parameter k_scaled = int'(k * int'(1 << 14));
parameter stages = 16;
parameter n = 16;
logic signed [n:0] r_x[stages], r_y[stages];
logic signed [15:0] r_theta[stages];
logic r_data_out[stages];
assign r_x[0] = {x[15], x};
assign r_y[0] = {y[15], y};
assign r_theta[0] = theta;
assign r_data_out[0] = start;
logic signed [n:0] x_out[stages], y_out[stages];
logic signed [15:0] theta_out[stages];
assign data_out_rot = r_data_out[stages - 1];
logic signed [n:0] x_prime, y_prime;
assign x_prime = x_out[stages - 1] * k_scaled /  (1 << 14);
assign y_prime = y_out[stages - 1] * k_scaled /  (1 << 14);
assign xprime = {x_prime[n], x_prime[n - 2:0]};
assign yprime = {y_prime[n], y_prime[n - 2:0]};
genvar i;
generate
for (i = 0; i < stages - 1; i++)
begin: registers
	always_ff @(posedge clk, posedge reset)
		if (reset)
		begin
			r_x[i + 1] <= 0;
			r_y[i + 1] <= 0;
			r_theta[i + 1] <= 0;
			r_data_out[i + 1] <= 0;
		end
		else
		begin
			r_x[i + 1] <= x_out[i];
			r_y[i + 1] <= y_out[i];
			r_theta[i + 1] <= theta_out[i];
			r_data_out[i + 1] <= r_data_out[i];
		end
end
for (i = 0; i < stages; i++)
begin: calcStages
	rotational_cordic_stage #(.rot(rot_lut[i]), .i(i), .n(n)) s0 (
		.x(r_x[i]), .y(r_y[i]), .theta(r_theta[i]),
		.xprime(x_out[i]), .yprime(y_out[i]), .theta_out(theta_out[i]), .*
	);
end
endgenerate
endmodule
module rotational_cordic_stage #(parameter rot, i, n) (
  output logic signed [n:0] xprime, yprime,
  output logic signed [15:0] theta_out,
  input logic signed [n:0] x, y,
  input logic signed [15:0] theta
);
logic sigma;
assign sigma = theta[15] === 1;
assign theta_out = sigma ? theta + rot : theta - rot;
assign xprime = sigma ? x + (y >>> i) : x - (y >>> i);
assign yprime = sigma ? y - (x >>> i) : y + (x >>> i);
endmodule
```

## run.sh

```bash
#!/bin/bash
# OpenROAD 26Q1-2900-gdf79404cd8, Yosys 0.63+post, stock flow scripts
make -C /OpenROAD-flow-scripts/flow DESIGN_CONFIG=/design/flow/config.mk WORK_HOME=/design/flow/orfs finish
```

==> flow_summary.ini <==
; synthesis and place-and-route metrics
[outcome]
outcome = finished clean

[final_timing]
max_freq_mhz = 65.0
rsz0062_at_grt = no
min_period_over_period_pct = 79.3
relSlewSlack_pct = 34.6
fin_ws_ns = 4.01
tightestPinTransition_ns = 0.974
finalMaxSlewViolations = 0
skew_ns = 0.0344
final.min_clock_period_ns = 15.39
setup_viol = 0
hold_viol = 0
hold_slack_ns = 0.338
finalSetupTns_ns = 0

[layout]
n_fill_cell = 11281
area_delta_synth_final_pct = 9.15
utilization_pct = 55.1
drive_above_1_share_pct = 3.98

[floorplanning]
die_w_um = 364
fp-utilization_pct = 50.5
dieHeight_um = 364
num_io_pins = 84
core_mm2 = 0.130
chip_area_mm2 = 0.132
rows = 132

[setup_path]
critPathSlowestCell = a211oi_2
critical_path.max_fanout = 8
crit_top_cell = ha_1
crit_path_end = xprime[10]
r2r_start = r_theta[31]
startpoint_type = flip-flop
cp-end-kind = output pin
worstReg2RegEnd = r_x[16]
criticalPathCategory = flip-flop to output pin
slowest_delay_ns = 0.61
regToRegSetupSlack_ns = 15.23
cp-startpoint = r_y[16]
cp.arrival_ns = 11.51
crit_required_ns = 15.52
rr_worst_depth = 13

[synthesis]
yosys_area_mm2 = 0.0654
synthCells = 6931
ys_seq_elements = 749
synth_seq_share_pct = 28.6
synthesis.area_mm2 = 0.0654
syn_avg_cell_area_um2 = 9.44
ys_cells = 6931
synth_cell_type_count = 99
synthFlopType = dfrtp_1
synth-edff-count = 0
async_reset_ff_share_pct = 100
synth_warnings = 0

[clocking]
cts_tree = yes
clkLatencyLatePin_ns = 0.70
max-clock-path-buffers = 3
htree_num_levels = 3
cts_sinks = 749
cts_hold_buf = 0
cts_resized = 0
cts-root-buf = clkbuf_16
clk_pin_slew_ns = 0.06
cts_setup_buffers = 0
cts_buffers = 87

[place]
finalWeightedCongestion = 0.926
port_buffers = 83
place_worst_setup_slack_ns = 4.66
hpwl_um = 121000

[grt]
gr-total-overflow = 0
grt_pass1_vias = 46339
grt_use_total_pct = 23.6
grt_max_degree = 113
grt_pass1_wl_um = 240000
antenna_found_initial = 0

[flow_run]
openroad.warnings = 71
cap_violations = 0

[route]
vias_per_cell = 5.32
drcViolationCount = 0
drt_iter0_drc = 2439
n_antenna_cell = 0
ant_nets = 0
num_vias = 47148
wl_per_cell_um = 16.5
dr.pass1.iters = 5
wl_um = 146000

[worst_hold_path]
worstHoldPathType = flip-flop to flip-flop
## cells in the mapped netlist, types with 9 or more instances
library cell	count	share of area, %
a211oi_1	66	0.76
a21boi_0	31	0.36
a21o_1	232	2.7
a21oi_1	628	4.8
a22oi_1	17	0.20
a31oi_1	36	0.34
a41oi_1	15	0.20
and2_1	29	0.28
and3_1	20	0.19
and4_1	16	0.21
buf_1	14	0.080
clkbuf_1	68	0.39
dfrtp_1	749	29
fa_1	251	7.7
ha_1	964	18
inv_1	809	4.6
mux2_2	23	0.40
mux2i_1	40	0.61
nand2_1	231	1.3
nand2b_1	59	0.56
nand3_1	67	0.51
nand4_1	50	0.48
nor2_1	487	2.8
nor2b_1	84	0.80
nor3_1	157	1.2
nor3b_1	13	0.15
nor4_1	41	0.39
o211ai_1	33	0.38
o21a_1	56	0.64
o21ai_0	316	2.4
o21ba_2	16	0.24
o21bai_1	187	2.1
o31ai_1	20	0.23
o41ai_1	9	0.12
or3_1	36	0.34
xnor2_1	588	7.9
xor2_1	310	4.1
## worst min path at each step
stage,startpoint,to,cells past startpoint
4_1_cts,r_theta[117],r_theta[101],0
5_1_grt,r_theta[117],r_theta[101],0
6_report,r_theta[117],r_theta[101],0
## through the flow
step,cell area (um2),cells
floorplan,65400,6931
global placement,68400,8705
detailed placement,68400,8705
CTS,71400,8861
global route,71400,8861
finish,71400,8861
## state kept, by name, summed over array words and instances, names as in the netlist
name / cells
r_x: 254
r_data_out: 14
r_y: 255
data_out_rot: 1
r_theta: 225
## critical path, delay by kind of cell (launching register included)
| kind | cells | cell delay, ns |
|---|---|---|
| fa+ha+maj | 11 | 4.33 |
| compound gates | 16 | 3.67 |
| simple gates | 4 | 0.79 |
| buf+inv | 4 | 0.65 |
| xor+xnor | 3 | 0.48 |
| flops | 1 | 0.45 |
| mux | 1 | 0.45 |
## kinds of logic (layout without fill, tap and decap cells)
kind of cell | count (synthesis) | count (layout) | synth area share [%]
DFF | 749 | 749 | 28.6
and+or+nand+nor | 1328 | 1328 | 9.75
muxes | 64 | 64 | 1.03
AOI/OAI and AO/OA | 1758 | 1758 | 16.9
adders and majority gates | 1215 | 1215 | 26.1
xor gates and xnor gates | 906 | 906 | 12.3
buffers and inverters | 911 | 1099 | 5.28
## per-layer routing
layer	vias up	part of all wire [%]	GRT usage, %
met2	630	52	41.7
met4	0	2.6	5.07
met5	-	0	0
met3	176	3.0	2.89
li1	24147	-	-
met1	22195	42	31.7
## placed cells by master, fill, tap and decap left out, types with 23 or more instances in the layout
master / n
xor2_1: 310
dfrtp_1: 749
nor3_1: 157
ha_1: 964
o21bai_1: 187
clkdlybuf4s50_1: 83
inv_1: 808
nand3_1: 67
a21o_1: 232
nor4_1: 41
o21ai_0: 316
or3_1: 36
a21oi_1: 628
and2_1: 29
a211oi_1: 66
a21boi_0: 31
nor2_1: 487
nand2_1: 231
nand4_1: 50
fa_1: 251
a31oi_1: 36
nand2b_1: 59
buf_4: 41
mux2i_1: 39
mux2_2: 23
nor2b_1: 84
o211ai_1: 33
o21a_1: 56
clkbuf_16: 87
xnor2_1: 588
## layout make-up
class                      instances  area [um2]  area share [%]
multi-input combinational       5271       43200            60.5
sequential                       749       18700            26.2
inverter                         818        3080            4.31
clock buffer                     112        2460            3.45
tap                             1742        2180            3.05
timing repair buffer             125        1160            1.62
clock inverter                    44         563           0.788
